<file path="flow/config.mk">
export PLATFORM = sky130hd
export DESIGN_NAME = alu
export DESIGN_NICKNAME = alu
export VERILOG_FILES = /design/flow/design.v
export SDC_FILE = /design/flow/constraint.sdc
export NUM_CORES = 4
export LEC_CHECK = 1
export CORE_AREA = 10 10 103 103
export DIE_AREA = 0 0 113 113
</file>
<file path="flow/constraint.sdc">
current_design alu

set clk_period 7.7
set clk_io_pct 0.2

create_clock -name clk0 -period $clk_period

set non_clock_inputs [all_inputs -no_clocks]
set_input_delay [expr $clk_period * $clk_io_pct] -clock clk0 $non_clock_inputs
set_output_delay [expr $clk_period * $clk_io_pct] -clock clk0 [all_outputs]
</file>
<file path="flow/design.v">
`timescale 1ns / 1ps
module alu(
           input [15:0] A,B,   
           input [1:0] ALU_Sel, 
           output [15:0] ALU_Out  
    );
    reg [15:0] ALU_Result;
    wire [15:0] tmp;
    assign ALU_Out = ALU_Result;  
    always @(*)
    begin
        case(ALU_Sel)
        2'b01:  
           ALU_Result = A + B ;
        2'b10:  
           ALU_Result = A - B ;
        3'b11:  
           ALU_Result = 0;
        default: ALU_Result = A;
        endcase
    end
endmodule
</file>
<file path="flow/run.sh">
#!/bin/bash
# OpenROAD 26Q1-2900-gdf79404cd8, Yosys 0.63+post, stock flow scripts
make -C /OpenROAD-flow-scripts/flow DESIGN_CONFIG=/design/flow/config.mk WORK_HOME=/design/flow/orfs finish
</file>
==> Slide: Implementation Results <==
Synthesis and Place & Route Summary

Power and ir drop
  – Lkg Pwr: 0.782 nW
  – Power per cell area: 88.4 nW/um^2
  – Clock power frac: 0
  – Comb pwr share: 1.000
  – Sw Ratio: 0.463
  – Max VDD drop: 0.0378 mV
  – Register share of total power: 0
  – Total power: 0.169 mW
  – Int Power: 0.0905 mW
  – Sw power: 0.0781 mW

Final timing
  – Final hold violation count: 0
  – RSZ-0062 raised after global routing: no
  – Hold Slack: 4.05 ns
  – Setup violators final: 0
  – Worst slew pin tran: 0.770 ns
  – Post-layout period usage of the worst path: 0.869
  – Max frequency: 149 MHz
  – Slew Viols, Final: 0
  – Min Clock Period, post-route: 6.69 ns
  – Slew HR: 0.487
  – Setup_tns: 0 ns

Placed design
  – Gpl congestion: 0.871
  – Final HPWL DP: 3.86 mm
  – Post-DP Area: 1910 um^2
  – Buffers on Ports: 50

Global route
  – Initial antenna violation count: 0
  – Largest net degree at the start of global routing: 19
  – Total track usage: 0.0700
  – Number of global-route vias before repair: 1511
  – Global-route wire length before repair: 7.63 mm
  – Total congestion overflow: 0

Detailed routing
  – Post-Route WL: 4.50 mm
  – # diodes: 0
  – Vias/cell: 4.27
  – Antenna viol nets, final: 0
  – Post-route DRC: 0
  – DR WL/cell: 13.0 um
  – DR pass1 iterations: 4
  – 1st-iter DRT viols: 76
  – Vias: 1479

Critical path
  – Critical path capture point type: output pin
  – Arr. time, crit path: 5.15 ns
  – Critical Path Most Common Cell: clkdlybuf4s50_1
  – Worst-path cell chain: clkdlybuf4s50_1 -> ha_1 -> mux2_2 -> fa_1 -> nand2b_1 -> a21oi_1 -> o21ai_1 -> a21boi_1 -> a311o_1 -> mux2i_1 -> nand3_1 -> clkdlybuf4s50_1
  – Critical Path Fanout Max: 15
  – Critical Path RT: 6.16 ns
  – Slowest stage cell, crit path: clkdlybuf4s50_1
  – Worst Setup Start Kind: input pin
  – Crit path largest cell delay: 0.48 ns
  – Crit path kind: in -> out

Layout
  – Ratio of cells with drive above 1 in the final layout: 0.0207
  – Clkbuf count: 0
  – Flops: 0
  – Finished Cell Area: 1910 um^2
  – Top cell excl fill/tap: clkdlybuf4s50_1
  – Most frequently placed logic cells in the final layout: clkdlybuf4s50_1, nand2_1, a21oi_1, nor2_1, ha_1
  – P&R area growth vs syn: 47.4%
  – Storage cell area: 0 um^2

Job
  – Maxcap violations: 0
  – Tool warnings: 33

Synthesis
  – Syn_area_per_cell: 6.60 um^2
  – Yosys Warn Count: 1
  – Mapped Area: 1290 um^2
  – Post-synth area from yosys stat: 1290 um^2
  – Synth cell types: 43
  – Post-Syn Instances: 196
  – Post-synth seq share: 0
  – # Cells Yosys: 196

Floorplanning
  – Placeable core area: 8300 um^2
  – DIE HEIGHT: 113 um
  – Horiz. Die Dim: 113 um
  – I/O pin total: 50
  – Cell Rows: 33
  – Fp util: 0.156
  – Die Area: 12800 um^2

CTS
  – CTS Hold Bufs: 0
  – Setup bufs post-CTS: 0
  – Gates resized, CTS repair: 0

Worst hold path
  – Hold crit path type: in -> out
  – WHS Path Cells: 4

Outcome
  – Status: complete, no violations
-- worst max-delay path: cells and delay by family --
kind	cells	cell delay, ns
AND/OR/NAND/NOR	2	0.28
multiplexers	2	0.65
AND-OR/OR-AND	4	0.88
buffers and inverters	2	0.93
adder cells (fa/ha/maj)	2	0.88
-- per-stage QoR --
step	utilization	cells	setup WS, ns
CTS	0.230	346	0.990
detailed placement	0.230	346	1.01
global placement	0.230	346	1.01
finish	0.230	346	1.01
floorplan	-	196	2.28
global route	0.230	346	0.596
-- power by group through the flow --
stage	Combinational (mW)	Sequential [mW]	Clock [mW]
CTS	0.171	0	0
finish	0.169	0	0
global route	0.191	0	0
-- routing by layer --
metal  vias up  part of all wire  GRT usage
met1       638              0.50     0.0986
li1        801                 -          -
met2        40              0.42      0.112
met3         0             0.082     0.0171
met4         0                 0          0
met5         -                 0          0
-- cell type report --
class	instances	area, um^2
fill	884	6390
tap	105	131
timing repair buffer	50	500
multi-input combinational	175	1210
inverter	16	60.1
-- cell usage after synthesis (2+ instances only) --
cell type | number | area [um^2]
a211oi_1 | 2 | 15.0
a21o_1 | 6 | 45.0
a21oi_1 | 20 | 100
a32o_1 | 2 | 20.0
and3_1 | 3 | 18.8
clkbuf_1 | 5 | 18.8
ha_1 | 18 | 225
inv_1 | 16 | 60.1
mux2i_1 | 2 | 20.0
nand2_1 | 20 | 75.1
nand2b_1 | 6 | 37.5
nand3_1 | 6 | 30.0
nand4_1 | 2 | 12.5
nor2_1 | 18 | 67.6
nor2b_1 | 3 | 18.8
nor3_1 | 5 | 25.0
o21a_1 | 3 | 22.5
o21ai_0 | 9 | 45.0
o21ai_1 | 5 | 25.0
o31ai_1 | 2 | 15.0
or3_1 | 2 | 12.5
or4_1 | 2 | 15.0
xnor2_1 | 14 | 123
xor2_1 | 6 | 52.6
-- final timing paths --
| kind | slack [ns] | start | end |
|---|---|---|---|
| hold / removal | 4.05 | A[0] | ALU_Out[0] |
| setup / recovery | 1.01 | ALU_Sel[1] | ALU_Out[10] |
-- cells by family (layout without fill, tap and decap cells) --
kind of cell | count (synthesis) | in the layout | synth area share
xor gates and xnor gates | 20 | 20 | 0.135
muxes | 3 | 3 | 0.0242
and+or+nand+nor | 71 | 71 | 0.279
AOI/OAI and AO/OA | 62 | 62 | 0.310
buffers and inverters | 21 | 66 | 0.0609
adders and majority gates | 19 | 19 | 0.190
Power figures rest on the tool's default switching activity, not on a simulated workload.
